--- ./config.mk ---
export PLATFORM = sky130hd
export DESIGN_NAME = alu8bit
export DESIGN_NICKNAME = alu8bit
export VERILOG_FILES = /design/flow/design.v
export SDC_FILE = /design/flow/constraint.sdc
export NUM_CORES = 4
export LEC_CHECK = 1
export CORE_UTILIZATION = 50
--- ./design.v ---
`timescale 1ns / 1ps
module adder1bit(
	input wire a,
	input wire b,
	input wire cin,
	output wire sum,
	output wire cout
	);
	assign sum = ((a ^ b) ^ cin);
	assign cout = (a & b)  |  (a & cin)  |  (b & cin);
endmodule
`timescale 1ns / 1ps
module adder8bit(
    input wire [7:0] a,
    input wire [7:0] b,
    output wire [7:0] sum,
    output wire carry,
	 output wire overflow
    );
	wire cin;
	wire ripple0;
	wire ripple1;
	wire ripple2;
	wire ripple3;
	wire ripple4;
	wire ripple5;
	wire ripple6;
	assign cin = 1'b0;
	adder1bit a0( .a(a[0]), .b(b[0]), .cin(cin),     .sum(sum[0]), .cout(ripple0) );
	adder1bit a1( .a(a[1]), .b(b[1]), .cin(ripple0), .sum(sum[1]), .cout(ripple1) );
	adder1bit a2( .a(a[2]), .b(b[2]), .cin(ripple1), .sum(sum[2]), .cout(ripple2) );
	adder1bit a3( .a(a[3]), .b(b[3]), .cin(ripple2), .sum(sum[3]), .cout(ripple3) );
	adder1bit a4( .a(a[4]), .b(b[4]), .cin(ripple3), .sum(sum[4]), .cout(ripple4) );
	adder1bit a5( .a(a[5]), .b(b[5]), .cin(ripple4), .sum(sum[5]), .cout(ripple5) );
	adder1bit a6( .a(a[6]), .b(b[6]), .cin(ripple5), .sum(sum[6]), .cout(ripple6) );
	adder1bit a7( .a(a[7]), .b(b[7]), .cin(ripple6), .sum(sum[7]), .cout(carry) );
	or overflow_detect(overflow, carry, ripple6);
endmodule
`timescale 1ns / 1ps
module alu8bit(
	input wire [17:0] instruction,
	output wire [7:0] out,
	output wire [7:0] extended_out,
	output wire overflow,
	output wire carry
    );
	wire [1:0] opcode = instruction[17:16];
	wire [7:0] oper1 = instruction[15:8];
	wire [7:0] oper2 = instruction[7:0];
	wire [7:0] addans;
	wire [7:0] andans;
	wire [7:0] xorans;
	wire [15:0] mulans;
	wire c;
	wire o;
	adder8bit x1(oper1, oper2, addans, c, o);
	and8bit   x2(oper1, oper2, andans);
	xor8bit   x3(oper1, oper2, xorans);
	mul8bit   x4(oper1, oper2, mulans);
	assign out = (opcode == 2'b00) ? ((o == 1'b0)? addans : 8'b0) :
						(opcode == 2'b01) ? andans :
						(opcode == 2'b10) ? xorans :
						mulans[7:0];
	assign extended_out = (opcode == 2'b11) ? mulans[15:8] : 8'b0;
	assign carry = (opcode == 2'b00 & c == 1'b1) ? 1'b1 : 1'b0;
	assign overflow = (opcode == 2'b00 & o == 1'b1) ? 1'b1 : 1'b0;
endmodule
`timescale 1ns / 1ps
module and8bit(
    input wire [7:0] a,
    input wire[7:0] b,
    output wire [7:0] out
    );
	assign out[0] = a[0] & b[0];
	assign out[1] = a[1] & b[1];
	assign out[2] = a[2] & b[2];
	assign out[3] = a[3] & b[3];
	assign out[4] = a[4] & b[4];
	assign out[5] = a[5] & b[5];
	assign out[6] = a[6] & b[6];
	assign out[7] = a[7] & b[7];
endmodule
`timescale 1ns / 1ps
module mul1step(
	input wire [7:0] ain,
	input wire [7:0] qin,
	input wire q_1in,
	input wire [7:0] m,
	output wire [7:0] aout,
	output wire [7:0] qout,
	output wire q_1out
    );
	reg [7:0] atemp;
	reg [7:0] qtemp;
	reg q_1temp;
	wire [7:0] a_sum = ain + m;
	wire [7:0] a_sub = ain + ~m + 1;
	always @(ain, qin, q_1in, m, a_sum, a_sub) begin
		case({qin[0],q_1in})
			2'b00, 2'b11: begin
				atemp = {ain[7], ain[7:1]};
				qtemp = {ain[0], qin[7:1]};
				q_1temp = qin[0];
			end
			2'b01: begin
				atemp = {a_sum[7], a_sum[7:1]};
				qtemp = {a_sum[0], qin[7:1]};
				q_1temp = qin[0];
			end
			2'b10: begin
				atemp = {a_sub[7], a_sub[7:1]};
				qtemp = {a_sub[0], qin[7:1]};
				q_1temp = qin[0];
			end			
		endcase
	end
	assign aout = atemp;
	assign qout = qtemp;
	assign q_1out = q_1temp;
endmodule
`timescale 1ns / 1ps
module mul8bit(
	input wire [7:0] inp1,
	input wire [7:0] inp2,
	output wire [15:0] result
    );
	wire [7:0] q0, q1, q2, q3, q4, q5, q6, q7, q8;
	wire [7:0] a0, a1, a2, a3, a4, a5, a6, a7, a8;
	wire q_0, q_1, q_2, q_3, q_4, q_5, q_6, q_7, q_8;
	assign a0 = 8'b0;
	assign q0 = inp1;
	assign q_0 = 1'b0;
	mul1step mult1(a0, q0, q_0, inp2, a1, q1, q_1);
	mul1step mult2(a1, q1, q_1, inp2, a2, q2, q_2);
	mul1step mult3(a2, q2, q_2, inp2, a3, q3, q_3);
	mul1step mult4(a3, q3, q_3, inp2, a4, q4, q_4);
	mul1step mult5(a4, q4, q_4, inp2, a5, q5, q_5);
	mul1step mult6(a5, q5, q_5, inp2, a6, q6, q_6);
	mul1step mult7(a6, q6, q_6, inp2, a7, q7, q_7);
	mul1step mult8(a7, q7, q_7, inp2, a8, q8, q_8);
	assign result = {a8,q8};
endmodule
`timescale 1ns / 1ps
module xor8bit(
    input wire [7:0] a,
    input wire [7:0] b,
    output wire [7:0] out
    );
	assign out[0] = a[0] ^ b[0];
	assign out[1] = a[1] ^ b[1];
	assign out[2] = a[2] ^ b[2];
	assign out[3] = a[3] ^ b[3];
	assign out[4] = a[4] ^ b[4];
	assign out[5] = a[5] ^ b[5];
	assign out[6] = a[6] ^ b[6];
	assign out[7] = a[7] ^ b[7];
endmodule
--- ./constraint.sdc ---
current_design alu8bit

set clk_period 16.9
set clk_io_pct 0.2

create_clock -name clk0 -period $clk_period

set non_clock_inputs [all_inputs -no_clocks]
set_input_delay [expr $clk_period * $clk_io_pct] -clock clk0 $non_clock_inputs
set_output_delay [expr $clk_period * $clk_io_pct] -clock clk0 [all_outputs]
--- ./run.sh ---
#!/bin/bash
# OpenROAD 26Q1-2900-gdf79404cd8, Yosys 0.63+post, stock flow scripts
make -C /OpenROAD-flow-scripts/flow DESIGN_CONFIG=/design/flow/config.mk WORK_HOME=/design/flow/orfs finish
==> run notes <==
• 0.247 — Yosys top cell area share
• 11700 um^2 — core outline area
• 0 — remaining global-route overflow
• 16.2 um — detail-routed net length per standard cell
• 6090 um^2 — netlist area before placement
• 7.91 ns — worst hold slack
• 0 — share of the yosys chip area belonging to registers
• 6090 um^2 — area figure in the yosys stat output
• 112 um — Die Width
• 0 — ANT nets after route
• adder cells — top logic cell family in the synthesized netlist
• 0 — number of inserted diodes
• yes — setup repair after global routing missed its margin
• sky130_fd_sc_hd__ha_1 — cell type contributing the most total cell area after synthesis
• finished with violations — outcome
• 91 — count of warning messages emitted by the tools
• 8050 um^2 — Placement Cell Area
• 19.6 mm — WL final
• 6611 — via count of the first global-routing pass
• extended_out[6] — Setup crit end
• 0 um^2 — storage element area
• sky130_fd_sc_hd__ha_4 — cell with the most instances on the worst path
• 45.5% — area grow syn2layout
• 0.311 — GRT Total Usage
• 6851 — Vias
• 5.67 — via-per-instance ratio
• 39 — site row count
• 212 x sky130_fd_sc_hd__buf_4, 120 x sky130_fd_sc_hd__nor2_1, 98 x sky130_fd_sc_hd__ha_1 — most frequently placed logic cells in the final layout
• 0 — max cap viols
• 848 — yosys cell count
• 0 — DRC
• 848 — Syn Inst Count
• 80 — number of distinct library cells after synthesis
• 13.62 ns — data arrival time of the worst path
• 0.517 — met2 Track Usage GR
• 12600 um^2 — die area
• 0 — share of total power in the clock network
• 1.01 — part of the cycle the worst path needs
• 0 — antenna violations before repair
• 0.0187 — met3 demand-to-capacity share in global routing
• 58.8 MHz — achievable frequency
• 0.760 — share of the core filled with cells in the final layout
• instruction[3] — critical path launch point
• in2out — type of the tightest min-delay check
• 15.0 mm — HPWL after detailed placement
• 0 — count of final hold-check violations
• 4.21 nW — cell leakage power
• 31.2 mm — global-route wire length before repair
• 0.316 — Adder Area Share
• 0.749 ns — Worst Tran Pin Value
• 835 — Fillers
• 0.522 — starting density of the core
• 0.308 — aoi/oai-family share of the synthesized area
• 0.485 — switching fraction of total power
• 36 — top-level I/O count
• 0 — number of max-slew violations in the final report
• 1.000 — Combinational Power Share
• in2out — type of the worst setup path
• 0.0236 — multiplexer fraction of the synthesized cell area
• 0.364 mW — Sw Pwr
• 84.8 nW/um^2 — total power density per cell area
• 384 — DRC violation total after the first TritonRoute iteration
• sky130_fd_sc_hd__or4_4 — cell with the largest stage delay on the worst path
• 17.00 ns — minimum period implied by the final worst setup slack
• 22 — largest net degree at the start of global routing
• input pin — nature of the critical path startpoint
• 0 — clock buffer count in the final layout
• 0 — sequential group share of total power
• sky130_fd_sc_hd__ha_1 25%, sky130_fd_sc_hd__nor2_1 8.3%, sky130_fd_sc_hd__fa_1 6.9% — Area contributors post-synth
• 8860 um^2 — final std cell area, no fill
• 0.457 — met1 track demand over resource in global routing
• 0.932 — routability congestion estimate from global placement
• met2 — most crowded layer after global routing
• 36 — number of input and output port buffers inserted
• 4 — largest fanout on the critical path
• 6360 um^2 — logic area
• 1 — total of warnings raised by yosys
• 13.52 ns — critical path data required time
• 3 — number of failing setup endpoints in the final timing report
• 0.387 mW — Pint
• 0.345 — ratio of cells with drive above 1 in the final layout
• primary output — category of the worst setup path capture point
• 5 — router iterations before antenna repair
• 0.751 mW — Final Total Pwr
• sky130_fd_sc_hd__buf_4 — most used logic cell in the final layout
• 0.499 — max-slew headroom at the worst pin
• -0.0976 ns — fin worst setup slack
• negative setup slack — failing checks
• 0.0832 mV — worst IR drop on VDD
• 0 — count of flip-flops and latches
• 7.18 um^2 — mean instance size in the synthesized netlist
• 0.0832 — XOR/XNOR Area Share
• 112 um — vertical extent of the die
• 0.188 — Simple-Gate Fraction of Synth Area
• 0.55 ns — Crit path largest cell delay
==> power by group through the flow <==
stage	sequential [mW]	combinational (mW)	clock, mW
after CTS	0	0.679	0
after global routing	0	0.824	0
final	0	0.751	0
==> area by class of cell <==
type | count | share of cell area
Multi-Input combinational cell | 724 | 0.718
Timing Repair Buffer | 252 | 0.224
Inverter | 90 | 0.0385
Tap cell | 143 | 0.0202
==> cell families (layout without fill, tap and decap cells) <==
group                      after synthesis  in the layout
and+or+nand+nor                        243            243
adders and majority gates              141            141
AOI/OAI and AO/OA                      270            270
buffers and inverters                  124            342
muxes                                   13             13
xor gates and xnor gates                57             57
==> Yosys cell counts, drive strengths merged (9+ instances only) <==
cell type / count
nor2: 136
ha: 120
inv: 89
a21oi: 65
o21ai: 52
nand2: 33
xor2: 29
a21o: 28
xnor2: 28
clkbuf: 27
a22oi: 22
fa: 21
a221oi: 18
nand2b: 14
nor2b: 14
o21bai: 13
nor3: 9
==> stage by stage <==
| stage | setup slack (ns) | TNS [ns] | instances |
|---|---|---|---|
| 6_report | -0.0976 | -0.241 | 1209 |
| 4_1_cts | -0.0723 | -0.143 | 1200 |
| 2_1_floorplan | -0.0984 | -0.0984 | 848 |
| 5_1_grt | -0.646 | -2.43 | 1209 |
| 3_5_place_dp | -1.08 | -4.51 | 1180 |
| 3_3_place_gp | -0.974 | -4.05 | 1180 |
==> layer usage <==
metal	vias up	share of wire
met1	3225	0.50
li1	3437	-
met5	-	0
met3	25	0.042
met4	0	0.018
met2	164	0.44
==> how the worst min path moves through the flow <==
stage	from	endpoint	slack, ns	depth (start not counted)
CTS	instruction[1]	out[1]	7.91	6
finish	instruction[0]	out[0]	7.91	7
global route	instruction[1]	out[1]	7.98	6
==> critical path, delay by kind of cell <==
kind,cells,cell delay (ns)
fa+ha+maj,7,1.79
simple gates,19,3.44
mux,2,0.20
xor+xnor,5,0.54
buf+inv,7,0.70
compound gates,20,3.57
==> timing repair <==
action                                  in CTS  in global routing
hold buffers                                 0                  0
endpoints found under the setup margin       7                  8
setup buffers                               21                 10
pin swaps                                   60                 48
hold endpoints to repair                     0                  0
resized                                     63                 95
Power and IR drop assume default switching activity.
